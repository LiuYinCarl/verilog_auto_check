## /design/flow/run.sh

```bash
#!/bin/bash
# OpenROAD 26Q1-2900-gdf79404cd8, Yosys 0.63+post, stock flow scripts
make -C /OpenROAD-flow-scripts/flow DESIGN_CONFIG=/design/flow/config.mk WORK_HOME=/design/flow/orfs finish
```

## /design/flow/config.mk

```make
export PLATFORM = sky130hd
export DESIGN_NAME = fen_ping
export DESIGN_NICKNAME = fen_ping
export VERILOG_FILES = /design/flow/design.v
export SDC_FILE = /design/flow/constraint.sdc
export NUM_CORES = 4
export LEC_CHECK = 1
export CORE_UTILIZATION = 40
```

## /design/flow/constraint.sdc

```tcl
current_design fen_ping

set clk_period 3.4
set clk_io_pct 0.2

create_clock -name clk0 -period $clk_period [get_ports {clk_50m}]

set non_clock_inputs [all_inputs -no_clocks]
set_input_delay [expr $clk_period * $clk_io_pct] -clock clk0 $non_clock_inputs
set_output_delay [expr $clk_period * $clk_io_pct] -clock clk0 [all_outputs]
```

## /design/flow/design.v

```verilog
module fen_ping(clk_50m, clk_1hz, clk_500hz);
	input clk_50m;
	output reg clk_1hz;
	output reg clk_500hz;
	reg[27:0] count;
	reg[19:0] count2;
	always@(posedge clk_50m)
	begin
		if(count < 50000000)
		begin
			count = count + 1;
			if(count < 25000000)
				clk_1hz = 0;
			else clk_1hz = 1;
		end
		else count = 0;
	end
	always@(posedge clk_50m)
	begin
		if(count2 < 100000)
		begin
			count2 = count2 + 1;
			if(count2 < 50000)
				clk_500hz = 0;
			else clk_500hz = 1;
		end
		else count2 = 0;
	end
endmodule
```

==> run notes <==
The following summarizes the physical implementation.

Outcome
The run finished with clean final reports.

Yosys
The synthesized netlist handed to floorplanning was reported with a cell count of 312. The area reported by Yosys stat is 2660 µm². The prevailing post-synth register cell is dfxtp_1.

In the Yosys report the total cell count is 312. The cell taking the most area after synthesis is dfxtp_1. By area the synthesized netlist is led by dfxtp_1, nor2_1, xnor2_1. The portion of synthesized cell area occupied by the leading cell type is 36.1%. The distinct cell type count of the synthesized netlist is 55. The count of state elements after synthesis is 50.

Sequential elements use 38.4% of the synthesized area. The count of synthesis-stage warnings from yosys is 1. The post-synth count of flops with an enable pin is 2.

The synthesized area per cell is 8.53 µm². Counting flops with an async set or reset pin after synthesis yields a share of 0%. The total standard cell area after synthesis is 2660 µm².

Final timing
The count of endpoints failing hold in the final timing report is 0. Based on the critical path, the design can be clocked at up to 412 MHz. The max-slew check reports its worst relative slack as 62.2%. In the final run the clock tree shows a worst skew of 0.0102 ns. Looking at the max-slew report, the worst-margin pin has a slew of 0.566 ns.

The final critical path takes up 71.4% of the cycle. The clock period could shrink to 2.43 ns. The final report lists the setup-violating endpoint count as 0.

The total negative setup slack is 0 ns. The final-layout worst hold slack is 0.438 ns. The final number of max-transition violations is 0. Setup repair after global routing left no endpoint under its margin.

CTS
The TritonCTS clock tree is done. In this run, post-CTS hold repair placed 0 buffers. Post-CTS repair changed the size of 0 cells. The H-tree generated during clock tree synthesis spans 2 levels.

The total CTS buffers is 5. CTS saw 50 sinks. Post-CTS timing repair inserted 0 buffers for setup. The CTS root buffer is clkbuf_8. The clock reaches the later pin of the worst-skew pair after 0.30 ns. The clock transition at the registers of the reported paths is 0.09 ns. The clock tree buffer depth is 2.

Min path
The worst hold path terminates at count2[0]. The number of cells on the worst hold path is 1. The most critical min-delay path falls under reg2reg. The startpoint of the worst hold path is count2[0].

Placement
The cell total after placement is 385. The placement summary gives the final routability congestion estimate as 0.877. The count of buffers from port buffering is 2. The wire-length estimate of the detail-placed layout is 3440 µm.

Setup path
The terminus of the critical flop-to-flop path is clk_1hz. The reg-to-reg startpoint is count[0]. The endpoint arrival time on the critical path is 2.46 ns. The OpenROAD report gives the critical path a required time of 3.44 ns. The critical path maximum fanout is 9.

The slack of the worst reg-to-reg path is 0.97 ns. The critical path is of the reg2reg type. The path depth of the worst reg2reg path is 8. STA classifies the critical path endpoint as a flip-flop. The worst setup path is launched from a flip-flop.

Die
For this configuration, the core starts out at a cell density of 41.7%. The horizontal die dimension reported for this design is 83.6 µm. The core outline area is 6390 µm². The vertical extent of the die is 83.6 µm. The report lists the number of standard-cell rows as 29. The number of ports placed on the die boundary is 3. The chip occupies 6980 µm².

Global routing
For this run the aggregate overflow at the end of global routing stands at 0. The met2 layer usage reported by global route is 24.5%. The fraction of met3 tracks used by global routing is 2.01%.

The global-route wire length before repair is 8650 µm. The total global routing track utilization is 15.0%. met2 is the most crowded layer. Global routing used 22.6% of the available met1 tracks. Entering global routing, the biggest net connects 17 pins.

The via count of the first global-routing pass was 1933. The initial antenna violation count is 0.

Detailed routing
Per the detailed-route log, wirelength across all metal layers totals 4740 µm. The total via count after detailed routing is 2053. The post-detailed-route via-to-cell ratio is 5.22. The violation tally recorded at the end of detailed-routing iteration 0 is 58. The count of inserted antenna diode cells is 0. The detailed-router iteration count before antenna repair is 4.

In the final routed layout, each cell accounts on average for 12.1 µm. The detail route stage leaves a number of antenna-violating nets equal to 0. The DRC violation total left in the routed layout is recorded as 0.

Run
The count of maximum capacitance violations is 0. The number of OpenROAD warnings is 25.

Final layout
The share of post-route cells with drive strength above 1 is 8.23%. The post-synthesis to final-layout area growth is 6.82%. The non-filler instance count after layout is 393.

Power
The highest supply drop recorded on VDD is 0.211 mV. In this run the power density over the cells is 343 nW/µm². The post-layout total power is 0.973 mW. The leakage power in the latest report is 0.904 nW.
==> logic make-up (layout without fill, tap and decap cells) <==
logic type / count (synthesis) / after routing / share of synthesized area, %
muxes: 3 / 3 / 1.13
and+or+nand+nor: 165 / 165 / 34.4
other: 1 / 5 / 0.141
xor gates and xnor gates: 42 / 42 / 13.8
AOI/OAI and AO/OA: 31 / 31 / 8.18
adders and majority gates: 2 / 2 / 0.941
buffers and inverters: 18 / 18 / 2.96
DFF: 50 / 50 / 38.4
==> critical path: stages (launching register included) <==
cell and delay (ns):
dfxtp_1 0.41, ha_1 0.33, nand4_4 0.18, nor3_4 0.40
nand4_2 0.23, nor4_2 0.28, mux2i_1 0.11, o21ai_1 0.13
o211ai_1 0.10
==> cell usage after synthesis, types with 3 or more instances <==
cell,instances
a21oi_1,7
a31oi_1,3
and2_1,7
and3_1,6
and4_1,4
buf_2,6
clkbuf_1,4
dfxtp_1,48
inv_1,7
mux2i_1,3
nand2_1,29
nand2b_1,4
nand3_1,19
nand4_1,6
nand4b_1,3
nor2_1,53
nor3_1,8
nor4_1,3
nor4_2,3
o21ai_0,3
o22ai_1,3
xnor2_1,22
xor2_1,20
==> sequential cells by signal (all words and copies together), names as in the netlist <==
name / cells
clk_500hz: 1
count2: 20
count: 28
clk_1hz: 1
==> per-layer routing <==
metal / wire length (µm) / up-vias
met4: 46 / 0
li1: - / 1089
met3: 98 / 5
met2: 2180 / 13
met5: 0 / -
met1: 2410 / 946
==> how the worst max path moves through the flow <==
stage                 startpoint       to  slack (ns)  cells after the start
after CTS               count[0]  clk_1hz        0.99                      8
after global routing    count[0]  clk_1hz        0.77                      8
final                   count[0]  clk_1hz        0.97                      8
==> placed cells by master (no fill, tap or decap), types with 4 or more instances in the layout <==
cell type / n
xor2_1: 20
inv_1: 7
clkbuf_8: 6
nand3_1: 19
nand2_1: 29
xnor2_1: 22
dfxtp_1: 48
and2_1: 7
and3_1: 6
nor2_1: 53
nand2b_1: 4
nor3_1: 8
nand4_1: 6
and4_1: 4
a21oi_1: 7
conb_1: 5
==> power breakdown <==
group	internal [mW]	leakage [nW]	switching [mW]
combinational	0.00726	0.447	0.0123
clock	0.164	0.0472	0.190
sequential	0.595	0.409	0.00471
total	0.766	0.904	0.207
==> stage by stage <==
step	cell area, µm²	setup WS [ns]	util, %
finish	2840	0.974	44.5
floorplan	2680	1.26	-
detailed placement	2750	1.00	43.0
global placement	2750	1.06	43.0
global route	2840	0.769	44.5
CTS	2840	0.990	44.5
==> area by class of cell <==
cell class	count	area, µm²
Clock buffer	6	82.6
Timing Repair Buffer	3	27.5
Sequential cell	50	1020
Tap cell	77	96.3
Fill cell	633	3540
Clock inverter	2	12.5
Multi-Input combinational cell	248	1580
Inverter	7	26.3
Power is estimated from default activity; no workload was simulated.
