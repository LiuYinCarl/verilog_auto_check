==> design/flow/design.v <==
module scanning(clk_500hz, time0, time1, time2, time3, dig_4, bus_4);
	input clk_500hz;
	input[3:0] time0;
	input[3:0] time1;
	input[3:0] time2;
	input[3:0] time3;
	output reg[3:0] dig_4;
	output reg[3:0] bus_4;
	reg[11:0] count;
	always@(posedge clk_500hz)
	begin
		if(count == 3)
			count = 0;
		else count = count + 1;
	end
	always@(count)
	begin
		if(count == 0)
		begin
			dig_4 = time0;
			bus_4 = 4'b0111;
		end
		else if(count == 1)
		begin
			dig_4 = time1;
			bus_4 = 4'b1011;
		end
		else if(count == 2)
		begin
			dig_4 = time2;
			bus_4 = 4'b1101;
		end
		else 
		begin
			dig_4 = time3;
			bus_4 = 4'b1110;
		end
	end
endmodule
==> design/flow/run.sh <==
#!/bin/bash
# OpenROAD 26Q1-2900-gdf79404cd8, Yosys 0.63+post, stock flow scripts
make -C /OpenROAD-flow-scripts/flow DESIGN_CONFIG=/design/flow/config.mk WORK_HOME=/design/flow/orfs finish
==> design/flow/config.mk <==
export PLATFORM = sky130hd
export DESIGN_NAME = scanning
export DESIGN_NICKNAME = scanning
export VERILOG_FILES = /design/flow/design.v
export SDC_FILE = /design/flow/constraint.sdc
export NUM_CORES = 4
export LEC_CHECK = 1
export CORE_AREA = 10 10 70 70
export DIE_AREA = 0 0 80 80
==> design/flow/constraint.sdc <==
current_design scanning

set clk_period 2.8
set clk_io_pct 0.2

create_clock -name clk0 -period $clk_period [get_ports {clk_500hz}]

set non_clock_inputs [all_inputs -no_clocks]
set_input_delay [expr $clk_period * $clk_io_pct] -clock clk0 $non_clock_inputs
set_output_delay [expr $clk_period * $clk_io_pct] -clock clk0 [all_outputs]
==> notes.md <==
On the backend side, the flow ran end to end.

The flow ran to the end, and the final reports show no timing, DRC or antenna violations. On the worst setup and hold paths after CTS, the clock-pin slew comes to 80 ps. The later pin in the worst-skew pair is clocked with a latency of 260 ps. Across all hold checks on the routed design, the worst slack comes to 447 ps. Looking at the clock tree report, the root buffer type is clkbuf_4.

Summed over all failing endpoints, the final setup total negative slack is 0 ps. A synthesized cell averages 9.68 sq um. The count of placed standard cells including taps stands at 141. The top cell types in the final layout, fill and taps aside, are clkdlybuf4s50_1 (18), xnor2_1 (9), buf_4 (9). The floorplan row count stands at 21. The number of buffers on the longest clock path stands at 2. The height of the chip stands at 80 microns.

The via count normalized by instance count stands at 4.19. The warning tally printed by Yosys for this design is 1. Per the synthesis report, the AND-OR/OR-AND share of the synthesized area is 0.140. For this run, design rule violations remaining after detail routing come to 0. The area figure in the yosys stat output stands at 697 sq um.

The most common logic cell in the final layout is clkdlybuf4s50_1. The number of iterations in the first detailed-routing pass stands at 4. Entering global routing, the biggest net connects 12 pins. The power report attributes to the sequential group a share of 0.523. TritonCTS built the clock tree. The fraction of synthesized area in multiplexers stands at 0. The global routing report lists combined usage of all routing layers as 0.0532. The number of library cell types mapped by synthesis stands at 28.

The final timing report lists clock skew as 6.55 ps. Of the total synthesized cell area, the portion taken by full adders, half adders and majority gates is 0.0718. The max-cap violation count stands at 0. STA classifies the critical path endpoint as a primary output. Across all layers, the routed design uses 641 vias.

The initial antenna violation count stands at 0. According to the I/O placement log, the pin count is 25. In the finished design, the share of the clock period the worst path needs comes to 0.979. Data on the critical path is required at its endpoint by 2240 ps. The placeable core area stands at ~0.0034 sq mm. The combinational power share stands at 0.071. The worst register-to-register path depth is 7. The post-synth count of flops with an enable pin is 0. Per the synth stats, the flop cell with the highest instance count is dfxtp_1. After global routing the overflow that remains totals 0. The cell count in the Yosys report stands at 72. In the power breakdown, the internal column shows approximately 0.00027 W. The switching power of the nets stands at 0.0000562 W. The number of clock sinks stands at 12.

The number of antenna repair diodes stands at 0. The clock period could shrink to about 2700 ps. The global-route wire length before repair stands at 2.88 mm. The post-synthesis cell count stands at 72. Buffers inserted during clock tree synthesis total 3. The horizontal die dimension stands at ~80 microns. RePlAce ended its routability-driven mode at a weighted congestion of 0.746. The synthesis run identifies the leading combinational cell family as simple AND/OR/NAND/NOR gates.

The register with the most flip-flops in the layout has 12 of them. The flow reports an fmax of approximately 360 MHz. The headroom to the max-slew limit stands at 0.812. Counting instances, the worst hold path has a depth of 1. The maximum net fanout on the critical path stands at 4.

The ratio of cells with drive above 1 in the final layout stands at 0.280. The via count of the first global-routing pass came to 625. The overall die area stands at 0.00640 sq mm. The quantity of I/O buffers inserted on ports stands at 24. Of the total power, the clock network draws 0.407. The final antenna-violating net count stands at 0. The post-synthesis xor/xnor area fraction stands at 0.113. Data arrives at the worst endpoint at 2180 ps. For this block, the initial DRC count from the detailed router was 19. STA classifies the critical path startpoint as a flop. In this run, post-CTS hold repair placed 0 buffers.

For this design the ratio of total power to cell area is roughly 290 mW/mm^2. The placed wire-length estimate after detailed placement stands at 1.30 mm. CTS built an H-tree with a depth of 1. After detailed routing, the total wire length is 1.73 mm. The share of the yosys chip area belonging to registers stands at 0.345. For reference, the final report shows the hold violation count at 0. The highest supply drop recorded on VDD is roughly 0.14 mV. The instance area after placement stands at 997 sq um. The sum of internal, switching and leakage power stands at 0.000324 W. The synthesized netlist occupies a cell area of roughly 700 sq um. The total of flip-flops plus latches after synthesis stands at 12. The post-route standard cell area excluding fillers stands at 0.00110 sq mm.

The total number of warnings across the stage logs stands at 29. Looking at the setup timing report, the critical path kind is reg -> out.

According to the hold report, the worst path is of the reg -> reg type. The script extracted a total leakage power of around 0.42 nW. The finished layout holds 153 standard cells, fillers aside. Of the total synthesized cell area, the portion taken by AND, OR, NAND and NOR gates is 0.296.

The routed design shows a wire length per standard cell of 11.3 microns. The area growth from synthesis to final layout stands at 58.0%. Yosys reported that registers with async set or reset make up 0. The pin closest to its max-slew limit shows a slew of 282 ps. At the floorplan stage, the core utilization is reported as 0.204. The script computed the net switching share of total power as 0.173. In the final report, the number of pins over their slew limit comes to 0. In the final report, the number of endpoints failing setup comes to 0.
[critical path, cell delays in order, from the launching register on]
cell	delay (ps)
dfxtp_2	330
or4_4	530
or4b_4	590
a32o_1	220
dlygate4sd2_1	240
[cells by family after synthesis]
family,count (synthesis)
compound gates,11
xor+xnor,9
fa+ha+maj,4
buf+inv,6
flops,12
simple gates,30
[through the flow]
step            util  setup slack (ps)
2_1_floorplan      -               619
3_3_place_gp   0.292               144
3_5_place_dp   0.292               128
4_1_cts        0.314             -24.1
5_1_grt        0.322             -12.9
6_report       0.322              60.1
[per-layer routing]
layer	vias to the layer above	GRT usage	part of all wire
met5	-	0	0
met4	0	0.00880	0.0058
met3	2	0.0216	0.12
met2	25	0.0666	0.34
met1	276	0.0820	0.53
li1	338	-	-
[timing repair]
item | in CTS | in global routing
cloned | 0 | 0
endpoints found under the setup margin | 5 | 5
pin swaps | 7 | 6
gates resized | 14 | 9
buffers inserted | 5 | 3
[power by group through the flow]
stage	clock [W]	combinational [W]	sequential [W]
CTS	0.000137	0.0000229	0.000170
global route	0.000142	0.0000243	0.000169
finish	0.000132	0.0000229	0.000169
[cell usage after synthesis, types with 2 or more instances]
cell,instances,share of area
a32o_1,4,0.057
nand4_1,3,0.027
nand2_1,3,0.016
xnor2_1,9,0.11
inv_1,3,0.016
ha_1,4,0.072
dfxtp_1,12,0.34
or2b_1,2,0.022
clkbuf_1,2,0.011
a221o_1,4,0.057
nand3_1,5,0.036
nand2b_1,4,0.036
nor2_1,2,0.011
[area by class of cell]
cell class | count | area [sq um]
Clock buffer | 4 | 36.3
Fill cell | 355 | 2310
Inverter | 3 | 11.3
Multi-Input combinational cell | 54 | 440
Sequential cell | 12 | 250
Tap cell | 46 | 57.6
Timing Repair Buffer | 34 | 305
[final timing paths]
path,to,slack [ps],start
worst min register to register,count[5],450,count[5]
worst max-delay path,dig_4[3],60,count[11]
worst min-delay path,count[5],450,count[5]
worst max register to register,count[0],1000,count[11]
No activity file was given, so power comes from the tool's default toggle rates.
